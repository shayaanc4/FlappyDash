==> /design/flow/design.v <==
module BCDConverter(r, b);
input [7:0] b;
output [11:0] r;
wire [3:0] B1, B2, B3, B4, B5, B6, B7;
ConverterBlock c1(B1, {1'b0, b[7:5]});
ConverterBlock c2(B2, {B1[2:0], b[4]});
ConverterBlock c3(B3, {B2[2:0], b[3]});
ConverterBlock c4(B4, {B3[2:0], b[2]});
ConverterBlock c5(B5, {B4[2:0], b[1]});
ConverterBlock c6(B6, {1'b0, B1[3], B2[3], B3[3]});
ConverterBlock c7(B7, {B6[2:0], B4[3]});
assign r = {1'b0, 1'b0, B6[3], B7, B5, b[0]};
endmodule
module ConverterBlock(r, b);
input [3:0] b;
output [3:0] r;
assign r = b>4 ? b+3 : b;
endmodule
==> /design/flow/run.sh <==
#!/bin/bash
# OpenROAD 26Q1-2900-gdf79404cd8, Yosys 0.63+post, stock flow scripts
make -C /OpenROAD-flow-scripts/flow DESIGN_CONFIG=/design/flow/config.mk WORK_HOME=/design/flow/orfs finish
==> /design/flow/config.mk <==
export PLATFORM = sky130hd
export DESIGN_NAME = BCDConverter
export DESIGN_NICKNAME = BCDConverter
export VERILOG_FILES = /design/flow/design.v
export SDC_FILE = /design/flow/constraint.sdc
export NUM_CORES = 4
export LEC_CHECK = 1
export CORE_AREA = 10 10 70 70
export DIE_AREA = 0 0 80 80
==> /design/flow/constraint.sdc <==
current_design BCDConverter

set clk_period 9.2
set clk_io_pct 0.2

create_clock -name clk0 -period $clk_period

set non_clock_inputs [all_inputs -no_clocks]
set_input_delay [expr $clk_period * $clk_io_pct] -clock clk0 $non_clock_inputs
set_output_delay [expr $clk_period * $clk_io_pct] -clock clk0 [all_outputs]
==> flow_metrics.tcl <==
# implementation run metrics
set metrics [dict create \
    peakVddDrop_mv 0.0344 \
    slew_viol_final 0 \
    portBuffers 16 \
    fp-utilization 0.247 \
    pwr_density_cell_nw_per_um2 95.3 \
    placed_cell_area_um2 1020 \
    clockBufferCount 0 \
    tightestPinTransition_ns 0.569 \
    ys_chip_area_um2 845 \
    ys_sh_xor 0.114 \
    cts_resized 0 \
    grt_pass1_vias 814 \
    wl_per_cell_um 10.8 \
    first_pass_iters 4 \
    period_used_share 0.869 \
    die_area_um2 6400 \
    yosysTopAreaCell "ha_1" \
    core_area_um2 3420 \
    warnings 36 \
    p_total_mw 0.0977 \
    wirelength_mm 1.91 \
    fin_crit_ns 7.99 \
    die_w_um 80 \
    fp.dieH_um 80 \
    post_cts_buffers 0 \
    ys_cells 122 \
    cp_data_arrival_time_ns 6.15 \
    place_ws_ns 1.19 \
    yosys.cell_types.count 44 \
    finalHoldViolations 0 \
    endpoint_kind "output pin" \
    yosysWarnings 0 \
    maxSlewHeadroom 0.620 \
    startpoint_type "input pin" \
    crit_end "r[5]" \
    final_layout_size_suffix_gt1_frac 0.107 \
    logic_area_um2 769 \
    track_usage 0.0603 \
    finalNonFillerCells 177 \
    grt_pass1_wl_mm 3.43 \
    fillers 387 \
    dpl.hpwl_mm 1.55 \
    p_leak_nw 0.405 \
    startpoint "b[5]" \
    netlist_area_um2 845 \
    finalWorstSetupSlack_ns 1.21 \
    yosys.area_share.aoi 0.333 \
    grt_max_degree 18 \
    synthCells 122 \
    regArea_um2 0 \
    worst-setup-path-type "input pin to output pin" \
    synth-adder-area-share 0.119 \
    area_growth_pct 21.3 \
    logic_family "AND-OR/OR-AND gates" \
    num_vias 830 \
    dp.cells 177 \
    ant_nets 0 \
    holdBufCountCts 0 \
    setup_violations 0 \
    worstPathMaxFanout 7 \
    gp_congestion 0.863 \
    rsz0062_at_grt "no" \
    netlist.area_leader.share 0.119 \
    min_path_type "input pin to output pin" \
    synth.area.top_cells "ha_1, nand2_1, xnor2_1, inv_1, a21oi_1" \
    timing.hold.ws_ns 3.68 \
    antenna_cells 0 \
    critical_path_required_ns 7.36 \
    ys_sh_simple 0.230 \
    drc 0 \
    flops 0 \
    synthTopCellsByCount "nand2_1, inv_1, ha_1" \
    viasPerCell 4.69 \
    maxClockFrequency_mhz 125 \
    grt_overflow 0 \
    antenna_found_initial 0 \
    top_cell "nand2_1" \
    status "finished, final reports clean" \
    mux_share 0.107 \
    tns_ns 0 \
    syn_area_per_cell_um2 6.92 \
    rows 21 \
    postSynthSeqShare 0 \
    fin_util 0.300 \
    drv_cap 0 \
    drtIter0Drc 57 \
    ios 20 \
    final_area_um2 1020 \
]
-- worst max-delay path, cell delays in order --
cell and delay, ns:
clkdlybuf4s50_1 0.63, inv_1 0.10, ha_1 0.24, inv_1 0.06, ha_1 0.38, nand2b_1 0.22
nand2_1 0.15, nor3_1 0.29, a21oi_1 0.12, a22o_1 0.24, ha_1 0.24, inv_1 0.08
nand2_1 0.04, mux2_2 0.30, ha_1 0.22, nand2b_1 0.18, mux2i_1 0.19, xnor2_1 0.14
clkdlybuf4s50_1 0.49
-- layout by cell type, fill, tap and decap left out, types with 2 or more instances in the layout --
cell type and n:
nand2b_1 3, o21ai_0 6, a211oi_1 2, ha_1 8
nor2b_1 2, clkdlybuf4s50_1 16, o21bai_1 2, o21ai_1 2
mux2_2 2, conb_1 2, xnor2_1 6, nand3_1 4
nor3_1 6, mux2i_1 3, a311oi_1 2, a32oi_1 2
a21oi_1 7, inv_1 10, nand2_1 16, nor2_1 7
-- cells by family (layout without fill, tap and decap cells) --
kind of cell,count (synthesis),count (layout)
adders and majority gates,8,8
muxes,7,7
xor gates and xnor gates,8,8
and+or+nand+nor,42,42
AOI/OAI and AO/OA,38,38
buffers and inverters,18,26
other,1,2
-- per-layer routing --
metal,up-vias,wire length [um],global-route usage
li1,453,-,-
met1,366,983,0.0854
met2,11,850,0.0987
met3,0,76,0.00909
met4,0,0,0.00176
met5,-,0,0
-- power breakdown --
part | internal (mW) | switching, mW | total [mW]
Clock | 0 | 0 | 0
Sequential | 0 | 0 | 0
Combinational | 0.0540 | 0.0437 | 0.0977
Total | 0.0540 | 0.0437 | 0.0977
-- area by class of cell --
cell class         instances  share of cell area
well taps                 46              0.0562
repair buffers            16               0.156
multi-input cells        105               0.751
inverters                 10              0.0366
-- worst min path at each step --
| stage | from | endpoint | slack, ns | cells after the start |
|---|---|---|---|---|
| after CTS | b[0] | r[0] | 3.68 | 0 |
| after global routing | b[0] | r[0] | 3.68 | 0 |
| final | b[0] | r[0] | 3.68 | 0 |
Power and IR drop assume default switching activity.
